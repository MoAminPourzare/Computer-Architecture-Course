**design/flow/run.sh**
```bash
#!/bin/bash
# OpenROAD 26Q1-2900-gdf79404cd8, Yosys 0.63+post, stock flow scripts
make -C /OpenROAD-flow-scripts/flow DESIGN_CONFIG=/design/flow/config.mk WORK_HOME=/design/flow/orfs finish
```
**design/flow/config.mk**
```make
export PLATFORM = sky130hd
export DESIGN_NAME = Mux3to1_32bit
export DESIGN_NICKNAME = Mux3to1_32bit
export VERILOG_FILES = /design/flow/design.v
export SDC_FILE = /design/flow/constraint.sdc
export NUM_CORES = 4
export LEC_CHECK = 1
export CORE_AREA = 10 10 78 78
export DIE_AREA = 0 0 88 88
```
**design/flow/constraint.sdc**
```tcl
current_design Mux3to1_32bit

set clk_period 4.3
set clk_io_pct 0.2

create_clock -name clk0 -period $clk_period

set non_clock_inputs [all_inputs -no_clocks]
set_input_delay [expr $clk_period * $clk_io_pct] -clock clk0 $non_clock_inputs
set_output_delay [expr $clk_period * $clk_io_pct] -clock clk0 [all_outputs]
```
**design/flow/design.v**
```verilog
module Mux2to1_32bit( input [31:0] In1 , In2 ,input Sel , output [31:0]Out);
	assign Out = (Sel == 1'b0) ? In1 : 
	             (Sel == 1'b1) ? In2 : 32'bx;
endmodule
module Mux3to1_5bit( input [4:0] In1 , In2, In3 , input [1:0]Sel , output [4:0]Out);
	assign Out = (Sel == 2'b00) ? In1 : 
	             (Sel == 2'b01) ? In2 : 
	             (Sel == 2'b10) ? In3 : 5'bx;
endmodule
module Mux3to1_32bit( input [31:0] In1 , In2, In3 , input [1:0]Sel , output [31:0]Out);
	assign Out = (Sel == 2'b00) ? In1 : 
	             (Sel == 2'b01) ? In2 : 
	             (Sel == 2'b10) ? In3 : 32'bx;
endmodule
module Mux4to1_32bit( input [31:0] In1 , In2, In3 , In4 , input [1:0]Sel , output [31:0]Out);
	assign Out = (Sel == 2'b00) ? In1 : 
	             (Sel == 2'b01) ? In2 : 
	             (Sel == 2'b10) ? In3 : 
	             (Sel == 2'b11) ? In4 : 32'bx;
endmodule
```
==> results.txt <==
run results: run status finished, final reports clean, initial antenna violation count 0, cts hold-fix bufs 0, slew of the pin with the lowest slew margin 0.5408 ns, fin crit share 0.7112, n_diodes 0, FF+latch area 0 µm², Flops 0, vias 1162, crit path cell chain buf_2 -> buf_4 -> mux2i_1 -> o21ai_1 -> clkdlybuf4s50_1, site row count 24, die area 7744 µm², fmax 327.0 MHz, CP required 3.44 ns, syn_area_per_cell 6.677 µm², DR vias/cell 4.150, HP Class in -> out, gr ovfl total 0, die height 88 µm, HP Start Sel[1], largest net degree at the start of global routing 65, slowest stage delay, CP 0.50 ns, Fin. Hold Viols 0, CP max stage cell clkdlybuf4s50_1, final RePlAce weighted congestion 0.7562, Worst Path Arrival 2.20 ns, Slew Limit Fails 0, critical path class in -> out, die x size 88 µm, first-pass GRT wire length 6230 µm, distinct cell type count of the synthesized netlist 8, biggest area consumer among synthesized cells mux2i_1, Post-CTS Setup Bufs 0, DR pass1 iterations 4, hold depth 5, Power Total 0.1908 mW, Peak VDD IR 50.49 µV, Fin Setup TNS 0 ns, Hold Path End Out[0], DRC 0, post_cts resized 0, leak pwr 0.8259 nW, Post-synth top cells mux2i_1, nand2_1, o21ai_1, buf_2, buf_12, Slew HR 0.6395, crit path from Sel[0], Post-DP HPWL 3679 µm, Area Overhead vs Synth 178.8%, Antenna Nets Post-Route 0, # IOs 130, yosys stat chip area 714.4 µm², # setup viols final 0, worst-path maximum fanout 32, clock buffers 0, Critical Path Start Type input port, Max Cap Viol 0, Worst Setup End Kind output pin, Log Warnings 32, Tmin final 3.058 ns, port bufs 130, RSZ-0062 raised after global routing false, Yosys warning count 0, Post-Route WL 4243 µm, Synth Seq Share 0, average wire per standard cell 15.15 µm, vias in the first global route 1115, layout cells sized above 1 0.02632, Synth Cell Area 714.4 µm², yosys cell count 107, gr usage total 0.09792, FP Core Util 0.1618, PwrDens 95.78 nW/µm², Post-Synthesis Cells 107, initial DRC count 36, Area leader share 0.4483, top cells, area mux2i_1, o21ai_1, nand2_1, core area 4414 µm²
[layer usage]
layer / routed length (µm) / track usage
met2: 2100 / 0.1766
met4: 0 / 0
met1: 1650 / 0.1179
met5: 0 / 0
met3: 492 / 0.02993
[metrics by stage]
| stage | setup WS [ns] | area [µm²] | utilization | hold WS [ns] | instances |
|---|---|---|---|---|---|
| after global placement | 1.219 | 1992 | 0.4512 | 2.570 | 280 |
| after detailed placement | 1.210 | 1992 | 0.4512 | 2.571 | 280 |
| after floorplan | 2.077 | 714.4 | - | 1.776 | 107 |
| after CTS | 1.211 | 1992 | 0.4512 | 2.571 | 280 |
| final | 1.242 | 1992 | 0.4512 | 2.557 | 280 |
| after global routing | 1.109 | 1992 | 0.4512 | 2.597 | 280 |
[worst max-delay path by stage]
stage,end,slack [ns],cells after the start
6_report,Out[19],1.24,5
5_1_grt,Out[10],1.11,5
4_1_cts,Out[12],1.21,5
[cells in the final DEF (no fill, tap or decap)]
cell	instances
o21ai_1	28
o21ai_0	2
o21ai_2	2
nand2_1	32
buf_12	1
mux2i_1	32
buf_4	1
buf_2	2
clkdlybuf4s50_1	128
[cell type report]
cell class                 instances  area (µm²)
fill                             448        2422
multi-input combinational         96       608.1
tap                               52       65.06
timing repair buffer             132        1319
[kinds of logic after synthesis]
family | after synthesis | synth area share
AND/OR/NAND/NOR | 32 | 0.1681
AND-OR/OR-AND | 32 | 0.2347
buffers and inverters | 11 | 0.1489
multiplexers | 32 | 0.4483
[power by group]
part | internal [mW] | total (mW) | switching, mW | leakage (nW)
Clock | 0 | 0 | 0 | 0
Combinational | 0.144 | 0.191 | 0.0473 | 0.826
Sequential | 0 | 0 | 0 | 0
Total | 0.144 | 0.191 | 0.0473 | 0.826
[critical path: cells and delay by family]
family / cells / cell delay (ns)
buffers and inverters: 3 / 1.01
muxes: 1 / 0.14
AOI/OAI and AO/OA: 1 / 0.16
Power figures rest on the tool's default switching activity, not on a simulated workload.
