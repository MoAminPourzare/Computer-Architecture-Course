$ cat flow/config.mk
export PLATFORM = sky130hd
export DESIGN_NAME = Register_file
export DESIGN_NICKNAME = Register_file
export VERILOG_FILES = /design/flow/design.v
export SDC_FILE = /design/flow/constraint.sdc
export NUM_CORES = 4
export LEC_CHECK = 1
export CORE_UTILIZATION = 50
$ cat flow/constraint.sdc
current_design Register_file

set clk_period 11.9
set clk_io_pct 0.2

create_clock -name clk0 -period $clk_period [get_ports {clk}]

set non_clock_inputs [all_inputs -no_clocks]
set_input_delay [expr $clk_period * $clk_io_pct] -clock clk0 $non_clock_inputs
set_output_delay [expr $clk_period * $clk_io_pct] -clock clk0 [all_outputs]
$ cat flow/run.sh
#!/bin/bash
# OpenROAD 26Q1-2900-gdf79404cd8, Yosys 0.63+post, stock flow scripts
make -C /OpenROAD-flow-scripts/flow DESIGN_CONFIG=/design/flow/config.mk WORK_HOME=/design/flow/orfs finish
$ cat flow/design.v
`timescale 1ns/1ns
module Register_file ( input clk, reset , input [4:0] Read_reg1 , Read_reg2 , write_reg ,  input [31:0] write_data , input reg_write ,output [31:0] Read_data1 ,Read_data2 );
	reg [31:0] Reg_data [0:31];
 	wire [31:0] test;
	assign test = Reg_data[9];
	initial begin
		Reg_data[0] = 32'b0;
	end
	integer i;
	assign Read_data1 = Reg_data[Read_reg1];
	assign Read_data2 = Reg_data[Read_reg2];
	always @ (posedge clk)
	begin 
		if ( reset )
			begin
				for ( i=0 ; i < 32 ; i = i+1)
					Reg_data [i] <= 0;
			end
		else 
			begin 
				if ( reg_write )
					if ( write_reg != 5'b0 )
						Reg_data[write_reg] = write_data;
					else
					  Reg_data[write_reg] = Reg_data[write_reg];
			end
	end
endmodule
==> results.tsv <==
stage	metric	value	unit
logic_synthesis	topCellsByArea	dfxtp_1 43%, a211oi_1 13%, a22oi_1 12%	
run_status	status	completed	
timing	finalHoldViolations	0	
finish	most-common-layout-cells	1095 x nor2_1, 1024 x dfxtp_1, 830 x a211oi_1	
die	core_area	94900	um^2
timing	rsz0062_at_grt	false	
global_route	antenna_found_initial	20	
power	peakVddDrop	114	uV
routing	ant_nets	0	
timing	worst_pin_slew	1280	ps
power	p_int	0.00571	W
finish	logic_area	25600	um^2
finish	largest-register	Reg_data	
die	fp.dieArea	97000	um^2
routing	wl	273	mm
critical_path	crit_arrival	6980	ps
clock_network	postCtsSetupBuffers	0	
critical_path	cp_cell_sequence	clkdlybuf4s50_1, buf_4, nand2b_1, nor2_4, buf_4, a22oi_1, nand4_1, nor2_1, a21oi_1, clkdlybuf4s50_1	
die	boundaryPins	114	
flow_run	timing.max_cap.violations	0	
die	die_h	311	um
timing	setup_viol	0	
clock_network	postCtsHoldBufs	0	
logic_synthesis	syn_inst	5581	
finish	syn2layout_area_growth	13.5	%
timing	setup_tns	0	ps
critical_path	crit_slowest_cell	nor2_4	
die	dieWidth	311	um
flow_run	tool_warnings	30	
power	p_per_area	142	nW/um^2
power	p_seq_share	45.6	%
timing	max_slew_margin	14.6	%
clock_network	clock-sinks	1024	
power	combPwrFrac	7.4	%
clock_network	cts_tree	done	
logic_synthesis	yosys_cells	5581	
global_route	grt_pass1_vias	46800	
finish	largest_register_ffs	1024	
logic_synthesis	yosysUniqueCellTypes	63	
finish	fill_cells	8406	
clock_network	path_clk_slew	60	ps
timing	post-route-min-period	9360	ps
die	rows	113	
routing	drcViolationCount	0	
logic_synthesis	flop_cell	dfxtp_1	
power	power	0.00771	W
critical_path	worstSetupStartpointType	primary input	
clock_network	cts_buffer_depth	3	
routing	firstDrtPassIters	12	
logic_synthesis	post-synth-top-area-fraction	42.8	%
finish	regArea	20500	um^2
clock_network	clkLatencyLatePin	730	ps
clock_network	htree_levels	3	
clock_network	cts_resized	0	
clock_network	cts-root-buf	clkbuf_16	
logic_synthesis	synth_area	47900	um^2
routing	viasPerCell	7.62	
placed_design	place_hpwl	162	mm
power	swShare	26.0	%
logic_synthesis	ys_seq_elements	1024	
logic_synthesis	yosys_warnings	2	
logic_synthesis	synth_seq_share	42.8	%
timing	slew_violations	0	
global_route	grt_pass1_wl	372	mm
timing	fin_crit_sh	78.7	%
critical_path	path_max_fanout	29	
clock_network	cts_made_buffers	108	
finish	mostFrequentLayoutCell	nor2_1	
timing	finClkSkew	30.2	ps
logic_synthesis	avgSynthCellArea	8.58	um^2
global_route	grt_max_degree	110	
logic_synthesis	yosysTopAreaCell	dfxtp_1	
hold_path	hp-class	register to register	
global_route	grt_usage	57.1	%
timing	hold_ws	511	ps
logic_synthesis	ys_chip_area	47900	um^2
critical_path	cp_data_required_time	9520	ps
logic_synthesis	edf_count	0	
power	p_leak	16.9	nW
critical_path	cp-end-kind	output pin	
global_route	gr-total-overflow	0	
critical_path	cpPeakStageDelay	980	ps
routing	dr_total_vias	51700	
finish	drive_gt1_share	13.3	%
power	power.net_switching	0.00201	W
die	initCoreUtil	50.5	%
routing	wire_per_inst	40.2	um
finish	reg_top3	Reg_data (1024)	
placed_design	place.gp.congestion	1.10	
routing	drtIter0Drc	8449	
timing	max_freq	107	MHz
logic_synthesis	async_flop_share	0	%
power	pwr-share-clk	47.0	%
critical_path	crit_type	primary input to output pin	
placed_design	port_buffers	113	
==> metal layers <==
layer	share of wire, %	global-route usage [%]
met5	0.063	1.68
met4	8.7	33.7
met3	18	35.9
met2	38	72.2
met1	35	73.7
==> worst max-delay path, delay by kind of cell <==
family          cells  cell delay, ps
simple gates        4            1790
buf+inv             4            2100
compound gates      2             650
==> synthesized netlist by cell type, types with 25 or more instances <==
| master | n |
|---|---|
| buf_2 | 152 |
| a22oi_1 | 776 |
| o21ai_0 | 25 |
| dfxtp_1 | 1024 |
| mux2i_1 | 71 |
| a211oi_2 | 170 |
| nand4_1 | 108 |
| a222oi_1 | 27 |
| nor2b_1 | 48 |
| a21oi_1 | 91 |
| clkbuf_1 | 441 |
| nor4_1 | 25 |
| nor2_1 | 1179 |
| a211oi_1 | 830 |
| nand2_1 | 201 |
| a221oi_1 | 31 |
| nor3_1 | 60 |
| nand3_1 | 54 |
| a22o_1 | 41 |
==> path summary, 6_finish.rpt <==
path | from | end | slack [ps] | cells past startpoint
setup / recovery | Read_reg1[4] | Read_data1[11] | 2540 | 10
hold / removal | Reg_data[14][28] | Reg_data[14][28] | 510 | 2
setup reg to reg | Reg_data[0][23] | Reg_data[31][23] | 10470 | 3
hold reg to reg | Reg_data[14][28] | Reg_data[14][28] | 510 | 2
==> power groups by stage <==
stage	Clock (W)	Sequential [W]	Combinational (W)
after global routing	0.00374	0.00352	0.000568
after CTS	0.00361	0.00351	0.000530
final	0.00362	0.00352	0.000571
==> cells by family after synthesis <==
logic type	synth area share (%)
flip-flops	42.8
AND-OR/OR-AND	34.2
AND/OR/NAND/NOR	15.7
multiplexers	1.65
buffers and inverters	5.60
==> stage by stage <==
step                      util [%]  std cells  worst slack, ps  instance area [um^2]
final                         57.3       6785             2540                 54300
after global routing          57.2       6761             2740                 54300
after CTS                     57.2       6757             2980                 54300
after detailed placement      53.2       6553             3000                 50500
after global placement        53.2       6553             3020                 50500
after floorplan                  -       5581             5630                 47900
==> area by class of cell <==
cell class | count | share of cell area (%)
Clock buffer | 155 | 5.80
Clock inverter | 49 | 1.11
Inverter | 4 | 0.0276
Multi-Input combinational cell | 3920 | 47.1
Antenna cell | 28 | 0.129
Sequential cell | 1024 | 37.7
Tap cell | 1265 | 2.91
Timing Repair Buffer | 340 | 5.20
Power and IR drop assume default switching activity.
